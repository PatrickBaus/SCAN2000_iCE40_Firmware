[/design/flow/config.mk]
export PLATFORM = sky130hd
export DESIGN_NAME = scan2000
export DESIGN_NICKNAME = scan2000
export VERILOG_FILES = /design/flow/design.v
export SDC_FILE = /design/flow/constraint.sdc
export NUM_CORES = 4
export LEC_CHECK = 1
export CORE_UTILIZATION = 50
[/design/flow/constraint.sdc]
current_design scan2000

set clk_period 9.5
set clk_io_pct 0.2

create_clock -name clk0 -period $clk_period [get_ports {CLK_SYS}]

set non_clock_inputs [all_inputs -no_clocks]
set_input_delay [expr $clk_period * $clk_io_pct] -clock clk0 $non_clock_inputs
set_output_delay [expr $clk_period * $clk_io_pct] -clock clk0 [all_outputs]
[/design/flow/design.v]
`timescale 1ns / 1ps
module async_reset_synchronizer (
    output logic rst_n,
    input clk, asyncrst_n
);
    logic [1:0] rst_n_r;
    always @(posedge clk or negedge asyncrst_n) begin
        if (!asyncrst_n) begin
            rst_n_r <= 2'b0;
        end
        else begin
            rst_n_r <= {rst_n_r[0], 1'b1};
        end
    end
    assign rst_n = rst_n_r[1];
endmodule
`default_nettype none
`timescale 1ns / 1ns
module cdc_shift_register #(parameter NBITS=24)(
    input  wire logic CLK_SYS,
    input  wire logic SCK,
    input  wire logic SDI,
    input  wire logic LATCH,
    output      logic [NBITS-1:0] OUTPUT_BUFFER_r,
    output      logic DATA_READY,
    input  wire logic RESET
);
    logic [NBITS-1:0] INPUT_BUFFER_r;
    logic [2:0] SCK_r;       
    wire SCK_rising_edge = SCK_r[1] && ~SCK_r[2];
    always_ff @(posedge CLK_SYS or negedge RESET) begin
        if (!RESET) begin
            SCK_r <= 3'd0;
        end
        else begin
            SCK_r <= {SCK_r[1:0], SCK};
        end
    end
    logic [1:0] SDI_r;
    wire SDI_data = SDI_r[1];
    always_ff @(posedge CLK_SYS or negedge RESET) begin
        if (!RESET) begin
            SDI_r <= 2'd0;
        end
        else begin
            SDI_r <= {SDI_r[0], SDI};
        end
    end
    logic [2:0] LATCH_r;       
    wire LATCH_rising_edge = LATCH_r[1] && ~LATCH_r[2];
    always_ff @(posedge CLK_SYS or negedge RESET) begin
        if (!RESET) begin
            LATCH_r <= 3'd0;
        end
        else begin
            LATCH_r <= {LATCH_r[1:0], LATCH};
        end
    end
    always_ff @(posedge CLK_SYS or negedge RESET) begin
        if (!RESET) begin
            INPUT_BUFFER_r <= {NBITS{1'b0}};
            OUTPUT_BUFFER_r <= {NBITS{1'b0}};
            DATA_READY <= 1'b0;
        end
        else if (SCK_rising_edge) begin
            INPUT_BUFFER_r <= {INPUT_BUFFER_r[NBITS-2:0], SDI_data};
            DATA_READY <= 1'b0;
        end
        else if (LATCH_rising_edge) begin
            OUTPUT_BUFFER_r <= INPUT_BUFFER_r;
            DATA_READY <= 1'b1;
        end
        else begin
            INPUT_BUFFER_r <= INPUT_BUFFER_r;
            DATA_READY <= 1'b0;
        end
    end
endmodule
`default_nettype none
`timescale 1ns / 1ns
module count_ones #(parameter NBITS=8)(
    input [NBITS-1:0] number,
    output int result
);
integer i;
always @(number) begin
    result = 0;
    for(i = 0; i < NBITS; i = i + 1) begin
        result +=number[i];
    end
end
endmodule
module scan2000(
    input  wire bit CH20_mode_enable,
    input  wire logic CLK_SYS,
    input  wire logic CLK_DMM, DATA_DMM, STROBE_DMM,
    output wire logic CH1, CH2, CH3, CH4, CH5, CH6, CH7, CH8, CH9, CH10,
        CH11, CH12, CH13, CH14, CH15, CH16, CH17, CH18, CH19, CH20,
        Bus2_sense_enable, Bus2_input_enable
    );
    wire logic [19:0] CHANNELS;
    assign {CH20, CH19, CH18, CH17, CH16, CH15, CH14, CH13, CH12, CH11,
        CH10, CH9, CH8, CH7, CH6, CH5, CH4, CH3, CH2, CH1} = CHANNELS;
    logic RST_n = 1;     
    logic RESET_n;       
    async_reset_synchronizer reset_synchronizer(
        .clk(CLK_SYS),
        .asyncrst_n(RST_n),
        .rst_n(RESET_n)
    );
    bit [1:0] mode_select_rdy = 2'b00;
    logic [1:0] MODE_20CH_r = 2'b00;
    bit MODE_20CH;
    assign MODE_20CH = MODE_20CH_r[1];
    always_ff @(posedge CLK_SYS or negedge RESET_n) begin
        if (!RESET_n) begin
            MODE_20CH_r <= 2'b00;
            mode_select_rdy <= 2'b00;
        end
        else begin
            if (!mode_select_rdy[1]) begin
                mode_select_rdy <= {mode_select_rdy[0], 1'b1};
                MODE_20CH_r <= {MODE_20CH_r[0], CH20_mode_enable};
            end
            else begin
                mode_select_rdy <= mode_select_rdy;
                MODE_20CH_r <= MODE_20CH_r;
            end
        end
    end
    logic [47:0] DATA_BUFFER_r;
    logic DATA_READY;        
    cdc_shift_register #(.NBITS(48)) SHIFT_REGISTER(
        .CLK_SYS(CLK_SYS),
        .SCK(CLK_DMM),
        .SDI(DATA_DMM),
        .LATCH(STROBE_DMM),
        .OUTPUT_BUFFER_r(DATA_BUFFER_r),
        .DATA_READY(DATA_READY),
        .RESET(RESET_n)
    );
    logic [21:0] NEW_STATE_r = 22'b0;
    logic [21:0] RELAY_STATE_r = 22'b0;
    assign Bus2_sense_enable = RELAY_STATE_r[21] && (|RELAY_STATE_r[19:10]);     
    assign Bus2_input_enable = RELAY_STATE_r[20] && (|RELAY_STATE_r[19:10]);     
    assign CHANNELS = RELAY_STATE_r[19:0];
    int number_of_bus1_channels_enabled;
    int number_of_bus2_channels_enabled;
    count_ones #(.NBITS(10)) COUNT_BUS1(
        .number(NEW_STATE_r[9:0]),
        .result(number_of_bus1_channels_enabled)
    );
    count_ones #(.NBITS(10)) COUNT_BUS2(
        .number({NEW_STATE_r[19:10]}),
        .result(number_of_bus2_channels_enabled)
    );
    bit has_fault;
    assign has_fault =
        (NEW_STATE_r[20] && NEW_STATE_r[21])     
        || (NEW_STATE_r[20] && (number_of_bus1_channels_enabled + number_of_bus2_channels_enabled > 1))    
        || (NEW_STATE_r[21] && (number_of_bus1_channels_enabled > 1) || (number_of_bus2_channels_enabled > 1))
    ;
    always_ff @(posedge CLK_SYS or negedge RESET_n) begin
        if (!RESET_n) begin
            RELAY_STATE_r <= 22'b0;
        end
        else begin
            if (has_fault) begin
                RELAY_STATE_r <= RELAY_STATE_r;
            end
            else begin
                RELAY_STATE_r <= NEW_STATE_r;
            end
        end
    end
    always_ff @(posedge CLK_SYS or negedge RESET_n) begin
        if (!RESET_n) begin
            NEW_STATE_r <= 22'b0;
        end
        else begin
            if (DATA_READY) begin
                if (MODE_20CH) begin
                    NEW_STATE_r <= {
                        (RELAY_STATE_r[21] || DATA_BUFFER_r[2*20+1]) && !DATA_BUFFER_r[2*20],    
                        (RELAY_STATE_r[20] || DATA_BUFFER_r[2*20]) && !DATA_BUFFER_r[2*20+1],    
                        (RELAY_STATE_r[19] || DATA_BUFFER_r[2*9+1]) && !DATA_BUFFER_r[2*9],
                        (RELAY_STATE_r[18] || DATA_BUFFER_r[2*8+1]) && !DATA_BUFFER_r[2*8],
                        (RELAY_STATE_r[17] || DATA_BUFFER_r[2*7+1]) && !DATA_BUFFER_r[2*7],
                        (RELAY_STATE_r[16] || DATA_BUFFER_r[2*6+1]) && !DATA_BUFFER_r[2*6],
                        (RELAY_STATE_r[15] || DATA_BUFFER_r[2*5+1]) && !DATA_BUFFER_r[2*5],
                        (RELAY_STATE_r[14] || DATA_BUFFER_r[2*4+1]) && !DATA_BUFFER_r[2*4],
                        (RELAY_STATE_r[13] || DATA_BUFFER_r[2*3+1]) && !DATA_BUFFER_r[2*3],
                        (RELAY_STATE_r[12] || DATA_BUFFER_r[2*2+1]) && !DATA_BUFFER_r[2*2],
                        (RELAY_STATE_r[11] || DATA_BUFFER_r[2*1+1]) && !DATA_BUFFER_r[2*1],
                        (RELAY_STATE_r[10] || DATA_BUFFER_r[2*0+1]) && !DATA_BUFFER_r[2*0],
                        (RELAY_STATE_r[9] || DATA_BUFFER_r[2*19+1]) && !DATA_BUFFER_r[2*19],
                        (RELAY_STATE_r[8] || DATA_BUFFER_r[2*18+1]) && !DATA_BUFFER_r[2*18],
                        (RELAY_STATE_r[7] || DATA_BUFFER_r[2*17+1]) && !DATA_BUFFER_r[2*17],
                        (RELAY_STATE_r[6] || DATA_BUFFER_r[2*16+1]) && !DATA_BUFFER_r[2*16],
                        (RELAY_STATE_r[5] || DATA_BUFFER_r[2*15+1]) && !DATA_BUFFER_r[2*15],
                        (RELAY_STATE_r[4] || DATA_BUFFER_r[2*14+1]) && !DATA_BUFFER_r[2*14],
                        (RELAY_STATE_r[3] || DATA_BUFFER_r[2*13+1]) && !DATA_BUFFER_r[2*13],
                        (RELAY_STATE_r[2] || DATA_BUFFER_r[2*12+1]) && !DATA_BUFFER_r[2*12],
                        (RELAY_STATE_r[1] || DATA_BUFFER_r[2*11+1]) && !DATA_BUFFER_r[2*11],
                        (RELAY_STATE_r[0] || DATA_BUFFER_r[2*10+1]) && !DATA_BUFFER_r[2*10]
                    };
                end
                else begin
                    NEW_STATE_r <= {
                        (RELAY_STATE_r[21] || DATA_BUFFER_r[11]) && !DATA_BUFFER_r[12],  
                        (RELAY_STATE_r[20] || DATA_BUFFER_r[12]) && !DATA_BUFFER_r[11],  
                        5'b0,    
                        (RELAY_STATE_r[14] || DATA_BUFFER_r[6]) && !DATA_BUFFER_r[5],
                        (RELAY_STATE_r[13] || DATA_BUFFER_r[3]) && !DATA_BUFFER_r[4],
                        (RELAY_STATE_r[12] || DATA_BUFFER_r[1]) && !DATA_BUFFER_r[2],
                        (RELAY_STATE_r[11] || DATA_BUFFER_r[15]) && !DATA_BUFFER_r[0],
                        (RELAY_STATE_r[10] || DATA_BUFFER_r[13]) && !DATA_BUFFER_r[14],
                        5'b0,    
                        (RELAY_STATE_r[4] || DATA_BUFFER_r[9]) && !DATA_BUFFER_r[8],
                        (RELAY_STATE_r[3] || DATA_BUFFER_r[22]) && !DATA_BUFFER_r[23],
                        (RELAY_STATE_r[2] || DATA_BUFFER_r[20]) && !DATA_BUFFER_r[21],
                        (RELAY_STATE_r[1] || DATA_BUFFER_r[18]) && !DATA_BUFFER_r[19],
                        (RELAY_STATE_r[0] || DATA_BUFFER_r[16]) && !DATA_BUFFER_r[17]
                    };
                end
            end
            else begin
                NEW_STATE_r <= NEW_STATE_r;
            end
        end
    end
endmodule
[/design/flow/run.sh]
#!/bin/bash
# OpenROAD 26Q1-2900-gdf79404cd8, Yosys 0.63+post, stock flow scripts
make -C /OpenROAD-flow-scripts/flow DESIGN_CONFIG=/design/flow/config.mk WORK_HOME=/design/flow/orfs finish
==> impl_results.rst <==
Metrics
=======

.. list-table::
   :header-rows: 1

   * - Metric
     - Value
   * - Cell Rows
     - 37
   * - R2r endpoint
     - RELAY_STATE_r[18]
   * - Total count of max-transition violations in the final report
     - 0
   * - Chip Width
     - about 100 µm
   * - Final cell utilization of the core
     - approximately three fifths
   * - Yosys Instances
     - between 300 and 400
   * - Count of tool warnings
     - 30
   * - Number of buffers added on ports
     - 26
   * - Post-DRT Antenna Nets
     - 0
   * - Wire length of the first global-routing pass
     - 12600 µm
   * - Clk slew on worst S/H paths
     - ~60 ps
   * - Worst min path class
     - flop to flop
   * - Max-Cap Viols
     - 0
   * - Data arrival time of the worst path
     - ~5000 ps
   * - Diodes inserted
     - 0
   * - Worst slew pin tran
     - 569 ps
   * - Worst-Skew Late Latency
     - ~500 ps
   * - Number of enable flip-flop cells
     - ~130
   * - Register bit total from synthesis
     - roughly 140
   * - DRT Wirelength
     - approximately 7600 µm
   * - Synth top area cells
     - sky130_fd_sc_hd__edfxtp_1 74%, sky130_fd_sc_hd__fa_1 4.9%, sky130_fd_sc_hd__dfxtp_1 3.8%, sky130_fd_sc_hd__nor2_1 3.3%, sky130_fd_sc_hd__ha_1 3.1%
   * - Period utilization
     - 50.6%
   * - CTS buffer count
     - 17
   * - Cells on Worst Hold Path
     - 0
   * - Worst min-delay path startpoint
     - SHIFT_REGISTER.LATCH_r[0]
   * - I/O pin total
     - 27
   * - Number of antenna violations at the first check in global routing
     - 0
   * - TritonRoute pass-1 iters
     - 6
   * - Type of origin of the critical path
     - flop
   * - Setup slack on the worst flop-to-flop path
     - 4690 ps
   * - Sw frac
     - between 20 and 25%
   * - Kind of capture point of the worst setup path
     - flop
   * - Estimated wirelength of the detail-placed design
     - around 4900 µm
   * - Synthesized area
     - approximately 0.0053 mm²
   * - Total grt overflow
     - 0
   * - Count of distinct cell types in the synthesized netlist
     - 27
   * - CTS tree
     - done
   * - Total setup violations reported at the end of the flow
     - 0
   * - Proportion of power drawn by the clock network
     - between 40% and 50%
   * - Clock net sink count
     - roughly 140
   * - H-Tree Depth
     - 4
   * - Min Tclk post-route
     - 4810 ps
   * - Setup repair bufs after CTS
     - 0
   * - Post-placement setup slack
     - approximately 4700 ps
   * - Gpl congestion
     - just under 0.8
   * - Worst hold path endpoint
     - SHIFT_REGISTER.LATCH_r[1]
   * - Layout fillers
     - 740
   * - Longest Clk Path Bufs
     - 2
   * - Hold violation count in the final report
     - 0
   * - Detailed-route via count
     - 2470
   * - Area of the core
     - 0.0103 mm²
   * - Cell count after synthesis
     - roughly 310
   * - Storage element area
     - approximately 0.0041 mm²
   * - Worst path required time
     - between 9000 and 10000 ps
   * - FF-to-FF Start
     - NEW_STATE_r[0]
   * - Combined area of the multi-input logic cells
     - 0.00102 mm²
   * - DRC
     - 0
   * - Die Y-Extent
     - 105 µm
   * - Chip area line of the yosys report
     - around 0.0053 mm²
   * - CTS Hold Bufs
     - 0
   * - Cell depth of the worst flop-to-flop path
     - 13
   * - Worst slew slack as a fraction of its limit
     - between 60% and 70%
   * - Switching power
     - about 340 µW
   * - Share of the core filled by cells before placement
     - about 50%
   * - Seq share, synth
     - around 78%
   * - Library cell occupying the most area in the post-synthesis netlist
     - sky130_fd_sc_hd__edfxtp_1
   * - Share of final-layout standard cells stronger than drive strength 1
     - between 10% and 20%
   * - Placed Cells
     - 477
   * - Top area contributor share
     - about three quarters
   * - Leak
     - between 0.002 and 0.0025 µW
   * - Routed WL per cell
     - 15.0 µm
   * - Pin count of the biggest net entering global routing
     - 45
   * - Unrepaired setup endpoints after global routing
     - no
   * - Status
     - finished clean
   * - Cts repair resizes
     - 0
   * - Final Instance Count excl. Fillers
     - ~500
   * - Clk_skew
     - 5.46 ps
   * - Dominant flop cell
     - sky130_fd_sc_hd__edfxtp_1
   * - Combinational power share
     - 8.0%
   * - Portion of total power attributed to sequential cells
     - around half
   * - Syn Area/Cell
     - about 17 µm²
   * - Fmax
     - between 200 and 250 MHz
   * - Placed cell area
     - roughly 0.0058 mm²
   * - Chip area
     - around 0.011 mm²
   * - Power per Cell Area
     - 238 mW/mm²
   * - Maximum vdd ir drop
     - approximately 0.00014 V
   * - Global routing usage summed across all routing layers
     - between 15 and 20%
   * - Detail-routed via count per cell
     - between 4 and 5
   * - Via count of the first global-routing pass
     - about 2.5k
   * - First DRT Iteration DRCs
     - approximately 100
   * - Final cell area excluding filler cells
     - ~0.0064 mm²
   * - Number of warnings reported in the yosys synthesis log
     - 4
   * - Cell internal pwr
     - about 1200 µW
   * - Kind of critical path
     - flop to flop
   * - Setup total negative slack
     - 0 ps
   * - Minimum setup slack in the final design
     - approximately 4700 ps
   * - Post-synthesis to final-layout area growth
     - 20.3%
   * - Clock tree root driver cell
     - sky130_fd_sc_hd__clkbuf_8
   * - Async set-or-reset flop fraction in the synthesized netlist
     - 0%
   * - Worst-path fanout max
     - 22
==> kinds of logic (layout without fill, tap and decap cells) <==
group | count (synthesis) | after routing | share of synthesized area (%)
xor gates and xnor gates | 2 | 2 | 0.332
other | 1 | 1 | 0.0710
and+or+nand+nor | 84 | 84 | 7.55
adders and majority gates | 26 | 26 | 8.00
DFF | 141 | 141 | 78.2
AOI/OAI and AO/OA | 21 | 21 | 3.01
buffers and inverters | 39 | 98 | 2.79
==> cell usage after synthesis (all sizes together), types with 3 or more instances <==
library cell,number
nor4,3
inv,35
nor2,46
edfxtp,131
nor3b,13
nand2,13
dfxtp,10
ha,13
fa,13
a211oi,3
nor2b,3
clkbuf,3
o31ai,11
==> power groups by stage <==
stage	clock [µW]	combinational (µW)	sequential, µW
CTS	668	123	737
global route	698	140	740
finish	656	121	736
==> metal layers <==
metal / vias to the layer above / GRT usage [%] / share of wire, %
met2: 81 / 21.9 / 43
met4: 0 / 2.21 / 1.1
met5: - / 0 / 0
li1: 1209 / - / -
met1: 1174 / 31.0 / 47
met3: 6 / 8.83 / 9.4
==> sequential cells by signal, summed over array words and instances (netlist names) <==
name and count:
MODE_20CH_r 2, NEW_STATE_r 22, RELAY_STATE_r 22, SHIFT_REGISTER.DATA_READY 1
SHIFT_REGISTER.INPUT_BUFFER_r 42, SHIFT_REGISTER.LATCH_r 3, SHIFT_REGISTER.OUTPUT_BUFFER_r 42, SHIFT_REGISTER.SCK_r 3
SHIFT_REGISTER.SDI_r 2, mode_select_rdy 2
==> metrics by stage <==
stage	power (µW)	hold slack [ps]
CTS	1530	330
detailed placement	872	315
global placement	869	312
finish	1510	328
floorplan	818	310
global route	1580	335
==> placed cells by master, fill, tap and decap left out, types with 2 or more instances in the layout <==
cell type	synthesis	layout
sky130_fd_sc_hd__a211oi_1	3	3
sky130_fd_sc_hd__a21oi_1	2	2
sky130_fd_sc_hd__and2_1	2	2
sky130_fd_sc_hd__buf_4	0	5
sky130_fd_sc_hd__bufinv_16	0	3
sky130_fd_sc_hd__clkbuf_16	0	16
sky130_fd_sc_hd__clkdlybuf4s50_1	0	26
sky130_fd_sc_hd__clkinv_2	0	2
sky130_fd_sc_hd__clkinv_4	0	3
sky130_fd_sc_hd__clkinvlp_4	0	2
sky130_fd_sc_hd__dfxtp_1	10	10
sky130_fd_sc_hd__edfxtp_1	131	131
sky130_fd_sc_hd__fa_1	13	13
sky130_fd_sc_hd__ha_1	13	13
sky130_fd_sc_hd__inv_1	35	35
sky130_fd_sc_hd__inv_6	0	5
sky130_fd_sc_hd__nand2_1	13	13
sky130_fd_sc_hd__nand3_1	2	2
sky130_fd_sc_hd__nor2_1	46	46
sky130_fd_sc_hd__nor2b_1	3	2
sky130_fd_sc_hd__nor3b_1	13	12
sky130_fd_sc_hd__nor4_1	2	2
sky130_fd_sc_hd__o21bai_1	2	2
sky130_fd_sc_hd__o31ai_1	11	11
==> critical path, cell delays in order, from the launching register on <==
cell and delay [ps]:
sky130_fd_sc_hd__edfxtp_1 390, sky130_fd_sc_hd__ha_1 300, sky130_fd_sc_hd__inv_1 70, sky130_fd_sc_hd__fa_1 420, sky130_fd_sc_hd__fa_1 510, sky130_fd_sc_hd__fa_1 430, sky130_fd_sc_hd__fa_1 420, sky130_fd_sc_hd__fa_1 490
sky130_fd_sc_hd__inv_1 80, sky130_fd_sc_hd__fa_1 490, sky130_fd_sc_hd__o41ai_2 200, sky130_fd_sc_hd__nand2_1 120, sky130_fd_sc_hd__nor4_4 210, sky130_fd_sc_hd__buf_4 350
==> final cells by class <==
| cell class | instances | share of cell area [%] |
|---|---|---|
| Inverter | 35 | 2.07 |
| Timing Repair Buffer | 31 | 4.69 |
| Clock inverter | 15 | 2.91 |
| Multi-Input combinational cell | 134 | 16.1 |
| Tap cell | 136 | 2.68 |
| Sequential cell | 141 | 65.0 |
| Clock buffer | 17 | 6.52 |
==> worst max path at each step <==
stage	start	end	slack, ps	cells past startpoint
finish	NEW_STATE_r[0]	RELAY_STATE_r[18]	4690	13
global route	NEW_STATE_r[0]	RELAY_STATE_r[18]	4460	13
CTS	NEW_STATE_r[0]	RELAY_STATE_r[18]	4670	13
No activity file was given, so power comes from the tool's default toggle rates.
